==> flow/run.sh <==
#!/bin/bash
# OpenROAD 26Q1-2900-gdf79404cd8, Yosys 0.63+post, stock flow scripts
make -C /OpenROAD-flow-scripts/flow DESIGN_CONFIG=/design/flow/config.mk WORK_HOME=/design/flow/orfs finish
==> flow/config.mk <==
export PLATFORM = sky130hd
export DESIGN_NAME = carraySelect_64bit
export DESIGN_NICKNAME = carraySelect_64bit
export VERILOG_FILES = /design/flow/design.v
export SDC_FILE = /design/flow/constraint.sdc
export NUM_CORES = 4
export LEC_CHECK = 1
export CORE_UTILIZATION = 30
==> flow/constraint.sdc <==
current_design carraySelect_64bit

set clk_period 11.7
set clk_io_pct 0.2

create_clock -name clk0 -period $clk_period

set non_clock_inputs [all_inputs -no_clocks]
set_input_delay [expr $clk_period * $clk_io_pct] -clock clk0 $non_clock_inputs
set_output_delay [expr $clk_period * $clk_io_pct] -clock clk0 [all_outputs]
==> flow/design.v <==
`timescale 1ns / 1ns
module FA_str(c_out, sum, a, b, c_in);
input		a, b, c_in;  
output	c_out, sum;  
wire		not_a, not_b, not_c;
wire		and1_out, and2_out, and3_out, and4_out;
wire		and5_out, and6_out, and7_out, and8_out;
not	   not1		(not_a, a);
not	   not2		(not_b, b);
not		not3		(not_c, c_in);
and	#0		and1		(and1_out, a, not_b, not_c);
and	#0		and2		(and2_out, not_a, b, not_c);
and	#0		and3		(and3_out, not_a, not_b, c_in);
and	#0		and4		(and4_out, a, b, c_in);
or		#0		or1		(sum, and1_out, and2_out, and3_out, and4_out);
and	#0		and5		(and5_out, a, b);
and	#0		and6		(and6_out, b, c_in);
and	#0		and7		(and7_out, a, c_in);
and	#0		and8		(and8_out, a, b, c_in);
or		#0		or2		(c_out, and5_out, and6_out, and7_out, and8_out);
endmodule
`timescale 1ns / 1ps
module carraySelect_64bit(c_out, sum, a, b, c_in);
    input [63:0] a;
	 input [63:0] b;
	 input c_in;
	 output [63:0] sum;
	 output c_out;
	 wire wire1;
	 wire [1:0]wire2;
	 wire [1:0]wire3;
	 wire [1:0]wire4;
	 wire [31:0] stage2;
	 wire [31:0] stage3;
	 wire [31:0] stage4;
	 wire [3:0]stage_mids;
 	 fullAdder_16bit _16bitaddr1	(wire1, sum[15:0], a[15:0], b[15:0], c_in);  
 	 fullAdder_16bit _16bitaddr2_1	(wire2[0], stage2[15:0], a[31:16], b[31:16], 1'b0);  
	 fullAdder_16bit _16bitaddr2_2	(wire2[1], stage2[31:16], a[31:16], b[31:16], 1'b1);
	 mux_2x1 mux1_1 (stage_mids[0],wire2[0],wire2[1],wire1);
	 mux_16bit_2x1 mux1_2 (sum[31:16],stage2[15:0],stage2[31:16],wire1);
 	 fullAdder_16bit _16bitaddr3_1	(wire3[0], stage3[15:0], a[47:32], b[47:32], 1'b0);  
	 fullAdder_16bit _16bitaddr3_2	(wire3[1], stage3[31:16], a[47:32], b[47:32], 1'b1);
	 mux_2x1 mux2_1 (stage_mids[1],wire3[0],wire3[1],stage_mids[0]);
	 mux_16bit_2x1 mux2_2 (sum[47:32],stage3[15:0],stage3[31:16],stage_mids[0]);
 	 fullAdder_16bit _16bitaddr4_1	(wire4[0], stage4[15:0], a[63:48], b[63:48], 1'b0);  
	 fullAdder_16bit _16bitaddr4_2	(wire4[1], stage4[31:16], a[63:48], b[63:48], 1'b1);
	 mux_2x1 mux3_1 (c_out,wire4[0],wire4[1],stage_mids[1]);
 	 mux_16bit_2x1 mux3_2 (sum[63:48],stage4[15:0],stage4[31:16],stage_mids[1]);
endmodule
`timescale 1ns / 1ps
module FA_4bit(c_out, sum, a, b, c_in);
    input [3:0] a;
	 input [3:0] b;
	 input c_in;
	 output [3:0] sum;
	 output c_out;
	 wire [3:0] wire1;
	 FA_str	fullAdder1	(wire1[0], sum[0], a[0], b[0], c_in);
	 FA_str	fullAdder2	(wire1[1], sum[1], a[1], b[1], wire1[0]);
	 FA_str	fullAdder3	(wire1[2], sum[2], a[2], b[2], wire1[1]);
	 FA_str	fullAdder4	(c_out, sum[3], a[3], b[3], wire1[2]);
endmodule
`timescale 1ns / 1ps
module fullAdder_16bit(c_out, sum, a, b, c_in);
	 input [15:0] a;
	 input [15:0] b;
	 input c_in;
	 output [15:0] sum;
	 output c_out;
	 wire [2:0] wire1;
	 FA_4bit fourbitaddr1 (wire1[0], sum[3:0], a[3:0], b[3:0], c_in);
	 FA_4bit fourbitaddr2  (wire1[1], sum[7:4], a[7:4], b[7:4],wire1[0]);
	 FA_4bit fourbitaddr3  (wire1[2], sum[11:8], a[11:8], b[11:8],wire1[1]);
	 FA_4bit fourbitaddr4  (c_out, sum[15:12], a[15:12], b[15:12],wire1[2]);
endmodule
`timescale 1ns / 1ps
module mux_16bit_2x1(out, in0, in1, select);
   input select;
	input [15:0]in0;
	input [15:0]in1;
	output reg [15:0]out;
	wire select;
	always @(select or in0 or in1)
	begin
	  if (select == 0)
		 out = in0;
	  else
		 out = in1;
	end
endmodule
`timescale 1ns / 1ps
module mux_2x1(out, in0, in1, select);
input select;
input in0;
input in1;
output reg out;
always @(select or in0 or in1)
begin
  if (select == 0)
    out = in0;
  else
    out = in1;
end
endmodule
==> out/metrics.yaml <==
status:
  outcome: "finished clean"
layout:
  post-route-util_pct: 55.4
  ff_count: 0
  area_growth_pct: 78.7
  fin_cells: 533
  clkbuf_count: 0
  layout-drive-gt1-share_pct: 43.3
  postLayoutCellArea_um2: 5440
  ff_latch_area_um2: 0
setup_path:
  cp_top_family: "adder cells"
  startpoint_type: "primary input"
  cp.required_ns: 9.36
  end_kind: "output pin"
  critPathMaxStageDelay_ns: 0.38
  path_class: "in2out"
  crit_buf_inv: 9
  critPathMaxFanout: 5
  cp_slowest_cell: "fa_2"
  critPathMostFrequentCell: "fa_2"
  cp.arrival_ns: 9.29
route:
  diodes: 0
  via_per_inst: 4.29
  vias: 2284
  detail_route.wl_per_cell_um: 15.5
  antenna_left: 0
  drt-initial-drc-count: 8
  drtPass1Iterations: 4
  wirelength_um: 8240
  drc_errors: 0
run:
  warning_count: 37
  drv_cap: 0
pwr:
  ir_drop_mv: 0.0378
  leakagePower_nw: 2.03
  finalPower_mw: 0.340
  powerDensity_nw_per_um2: 62.6
floorplanning:
  die_y_um: 103
  num_rows: 36
  die_w_um: 103
  fp_util_pct: 31.0
  core_area_um2: 9820
  dieArea_um2: 10500
  pin_count: 194
synth:
  ys_cells: 206
  yosys_area_um2: 3040
  postSynthAreaPerCell_um2: 14.8
  yosys-top-cells-count: "106 x fa_1, 37 x mux2_2, 23 x inv_1"
  synth_warnings: 2
  top_area_share_pct: 69.7
  top_area_cell: "fa_1"
  ys_seq_share_pct: 0
  synth_cell_type_count: 13
  top_cells_by_area: "fa_1 70%, mux2_2 14%, buf_4 3.9%, mux2_4 3.0%, inv_1 2.8%"
  syn_area_um2: 3040
  yosysMostFrequentCell: "fa_1"
  syn_inst: 206
placement:
  io_buffers: 194
  finalWeightedCongestion: 0.981
  place_area_um2: 5060
  dp_hpwl_um: 7450
  dp_slack_ns: -0.950
  dp_cells: 516
timing:
  slew_headroom_pct: 84.7
  fin_crit_sh_pct: 99.4
  finalWorstSetupSlack_ns: 0.0664
  finalSetupViolations: 0
  max_clock_freq_mhz: 86.0
  timing.final.max_slew_violations: 0
  rsz0062_at_grt: "true"
  period_needed_ns: 11.63
  tightest_slew_ns: 0.229
  hold_viol: 0
global_routing:
  antenna_found_initial: 0
  grt_overflow: 0
  grt_pass1_vias: 2591
  grt_max_degree: 17
  grt.total_usage_pct: 16.3
  grt_pass1_wl_um: 12400
min_path:
  hold_path_class: "in2out"
-- timing repair --
item / 4_1_cts / 5_1_grt
hold buffers: 0 / 0
endpoints found under the setup margin: 49 / 31
buffers inserted: 14 / 6
pin swaps: 21 / 4
gates cloned: 2 / 0
resized: 161 / 17
-- logic make-up (layout without fill, tap and decap cells) --
kind of cell	Yosys count	in the layout	share of synthesized area, %
adder cells (fa/ha/maj)	112	112	72.2
XOR/XNOR	3	3	0.864
multiplexers	48	48	19.1
buffers and inverters	43	237	7.81
-- power by group --
group          total, mW  switching [mW]  internal [mW]  leakage (nW)
clock network          0               0              0             0
registers              0               0              0             0
logic              0.340           0.108          0.233          2.03
total              0.340           0.108          0.233          2.03
-- per-layer routing --
layer	GRT usage (%)	routed length, µm	vias to the layer above
met5	0	0	-
met4	0	0	0
met3	6.00	1190	0
met2	30.4	4280	133
met1	19.5	2780	1132
li1	-	-	1019
-- area by class of cell --
class,count,area [µm²]
well taps,133,166
fillers,844,4380
repair buffers,214,2110
inverters,23,91.3
multi-input cells,163,3070
-- path summary, 6_finish.rpt --
path / from / endpoint / slack (ns) / depth (start not counted)
worst max-delay path: a[0] / sum[52] / 0.07 / 28
worst min-delay path: b[16] / sum[16] / 5.41 / 5
-- stage by stage --
step | hold slack, ns | setup TNS [ns]
final | 5.41 | 0
after global routing | 5.45 | -0.707
after CTS | 5.41 | -0.0986
after detailed placement | 5.74 | -31.80
after global placement | 5.72 | -31.35
after floorplan | 4.88 | 0
-- worst min-delay path: cells and delay by family --
| family | cells | cell delay, ns |
|---|---|---|
| XOR/XNOR | 1 | 0.05 |
| adder cells (fa/ha/maj) | 1 | 0.12 |
| buffers and inverters | 3 | 0.56 |
-- cells in the final DEF (no fill, tap or decap) --
cell / synthesis / layout
clkdlybuf4s50_1: 0 / 164
fa_2: 0 / 87
mux2_2: 37 / 31
fa_1: 106 / 19
inv_1: 23 / 16
mux2_4: 6 / 12
buf_6: 2 / 12
dlygate4sd2_1: 0 / 11
buf_4: 16 / 10
clkdlybuf4s15_1: 0 / 6
inv_2: 0 / 5
ha_1: 6 / 4
buf_2: 1 / 4
mux2i_1: 3 / 3
clkbuf_2: 0 / 3
mux2i_4: 2 / 2
xnor2_1: 2 / 2
inv_4: 0 / 2
ha_4: 0 / 2
buf_12: 0 / 2
xor2_1: 1 / 1
dlymetal6s2s_1: 0 / 1
buf_8: 0 / 1
Power figures rest on the tool's default switching activity, not on a simulated workload.
