==> flow/design.v <==
`timescale 1ns / 1ps
module Ideal_ALU(R1, R2, R3, ALUOp);
	parameter	word_size = 32;		 
	input  [word_size-1:0] R2, R3;
	input	 [2:0]			  ALUOp;
	output reg [word_size-1:0] R1;	 
 always @ (R2, R3, ALUOp)				 
	begin
		case (ALUOp)
			3'h0: R1 = R2;
			3'h1: R1 = ~R2;
			3'h2: R1 = (R2 + R3);
			3'h3: R1 = (R2 - R3);
			3'h4: R1 = (R2 | R3);
			3'h5: R1 = (R2 & R3);
			3'h6: R1 = (($signed(R2) < $signed(R3))? 1:0);	
		endcase
	end
endmodule
`timescale 1ns / 1ps
module S1_Register(
	input clk,
	input rst,
	input [31:0] InstrIn,
	input WriteEnable,
	output reg [4:0] S1_ReadSelect1,
	output reg [4:0] S1_ReadSelect2,
	output reg [15:0] S1_Imm,
	output reg S1_DataSrc,
	output reg [2:0] S1_ALUOp,
	output reg [4:0] S1_WriteSelect,
	output reg S1_WriteEnable
   );
	always@(posedge clk)
		begin
		if (rst)
			begin
			S1_ReadSelect1 <= 5'd0;
			S1_ReadSelect2 <= 5'd0;
			S1_Imm <= 16'd0;
			S1_DataSrc <= 1'd0;
			S1_ALUOp <= 3'd0;
			S1_WriteSelect <= 5'd0;
			S1_WriteEnable <= 1'b0;
			end
		else
			begin
			S1_ReadSelect1 <= InstrIn[20:16];
			S1_ReadSelect2 <= InstrIn[15:11];
			S1_WriteSelect <= InstrIn[25:21];
			S1_Imm <= InstrIn[15:0];
			S1_ALUOp <= InstrIn[28:26];
			S1_DataSrc <= InstrIn[29];
			S1_WriteEnable <= WriteEnable;                                                                                                                                                                                                                                                                                                 
			end
		end
  endmodule 
`timescale 1ns / 1ps
module S2_Register(
    input clk,
    input rst,
    input [31:0] Reg_ReadData1,
    input [31:0] Reg_ReadData2,
	 input [15:0] S1_Imm,
	 input S1_DataSrc,
	 input [2:0] S1_ALUOp,
	input [4:0] S1_WriteSelect,
    input S1_WriteEnable,
	 output reg [31:0] S2_ReadData1,
    output reg [31:0] S2_ReadData2,
	 output reg [15:0] S2_Imm,
	 output reg S2_DataSrc,
	 output reg [2:0] S2_ALUOp,
	output reg [4:0] S2_WriteSelect,
    output reg S2_WriteEnable
   );
    always@(posedge clk)
        begin
        if (rst)
            begin
            S2_ReadData1   <= 32'd0;
            S2_ReadData2   <= 32'd0;
				S2_Imm <= 16'd0;
				S2_DataSrc <= 1'd0;
				S2_ALUOp <= 3'd0;
				S2_WriteSelect <= 5'd0;
				S2_WriteEnable <= 1'b0;
            end
        else
            begin
            S2_ReadData1   <= Reg_ReadData1;
            S2_ReadData2   <= Reg_ReadData2;
            S2_WriteSelect <= S1_WriteSelect;
				S2_Imm <= S1_Imm;
				S2_ALUOp <= S1_ALUOp;
				S2_DataSrc <= S1_DataSrc;
				S2_WriteEnable <= S1_WriteEnable ; 
            end
        end
		endmodule
`timescale 1ns / 1ps
module S3_Register(
    input clk,
    input rst,
    input [31:0] R1,
    input [4:0] S2_WriteSelect,
    input S2_WriteEnable,
	 output reg [4:0] S3_WriteSelect,
	 output reg S3_WriteEnable,
    output reg [31:0] ALUOut
);
    always@(posedge clk)
        begin
        if (rst)
            begin
            ALUOut   <= 32'd0;
            S3_WriteSelect <= 5'd0;
            S3_WriteEnable <= 1'b0;
            end
        else
            begin
            ALUOut <= R1;				
            S3_WriteSelect <= S2_WriteSelect;
            S3_WriteEnable <= S2_WriteEnable;
            end
        end
		endmodule
`timescale 1ns / 1ps
module mux( 
   input DataSrc,
	input [31:0]ReadData2,
	input [15:0]Imm,
	output reg [31:0]ReadData3
	);
	always @(DataSrc or ReadData2 or Imm)
	begin
	  if (DataSrc == 0)
		 ReadData3 = ReadData2;
	  else
		 ReadData3 = Imm;
	end
endmodule
`timescale 1ns / 1ps
module n_bit_register_file(
									write_data, 
                          read_data_1, read_data_2, 
                          read_sel_1, read_sel_2, 
                          write_address, RegWrite, clk );
    parameter data_width = 32;
    parameter select_width = 5; 
    input                             clk, RegWrite;
    input       [data_width-1:0]      write_data;
    input       [4:0]                 read_sel_1, read_sel_2, write_address;
    output      [data_width-1:0]      read_data_1, read_data_2;
    reg         [data_width-1:0]      register_file [0:data_width-1];
    integer i;
    initial begin
        for (i = 0; i < 32; i = i + 1) begin 
            register_file[i] = i * 0;
        end     
    end
    assign read_data_1 = register_file[read_sel_1];
    assign read_data_2 = register_file[read_sel_2];
    always @ (posedge clk) begin
        if (RegWrite) 
            register_file[write_address] <= write_data;
    end
endmodule
`timescale 1ns / 1ps
module top_pipe(
    input clk,
    input rst,
    input [31:0] InstrIn,
	 input WriteEnable,
    output [31:0] Out
    );
    wire [4:0] S1_Reg_ReadSelect1;
    wire [4:0] S1_Reg_ReadSelect2;
	 wire [15:0]S1_S2_Imm;
	 wire S1_S2_DataSrc;
	 wire [2:0]S1_S2_ALUOp;
    wire [4:0] S1_S2_WriteSelect; 
	 wire S1_S2_WriteEnable;
	 wire [31:0] Reg_S2_ReadData1;
	 wire [31:0] Reg_S2_ReadData2;
	 wire [31:0] S2_ALU_ReadData1;
	 wire [31:0] S2_MUX_ReadData2;
	 wire [15:0]S2_MUX_Imm;
	 wire S2_MUX_DataSrc;
	 wire [2:0]S2_ALU_ALUOp;
	 wire [4:0] S2_S3_WriteSelect; 
	 wire S2_S3_WriteEnable;
	 wire [31:0] MUX_ALU_ReadData3;
	 wire [31:0] ALU_S3_ReadData1;
	 wire [4:0] S3_Reg_WriteSelect;
	 wire S3_Reg_WriteEnable;
	 wire [31:0]S3_Reg_WriteData;
	 S1_Register Stage1(
		.clk(clk),
		.rst(rst),
		.InstrIn(InstrIn),
		.WriteEnable(WriteEnable),
		.S1_ReadSelect1(S1_Reg_ReadSelect1),
		.S1_ReadSelect2(S1_Reg_ReadSelect2),
		.S1_Imm(S1_S2_Imm),
		.S1_DataSrc(S1_S2_DataSrc),
		.S1_ALUOp(S1_S2_ALUOp),
		.S1_WriteSelect(S1_S2_WriteSelect),
		.S1_WriteEnable(S1_S2_WriteEnable)
   );
	 n_bit_register_file RegFile (
									.write_data(S3_Reg_WriteData), 
                          .read_data_1(Reg_S2_ReadData1),
								  .read_data_2(Reg_S2_ReadData2), 
                          .read_sel_1(S1_Reg_ReadSelect1),
								  .read_sel_2(S1_Reg_ReadSelect2), 
                          .write_address(S3_Reg_WriteSelect), 
								  .RegWrite(S3_Reg_WriteEnable), 
								  .clk(clk)
								  );
	 S2_Register Stage2(
			.clk(clk),
			.rst(rst),
			.Reg_ReadData1(Reg_S2_ReadData1),
			.Reg_ReadData2(Reg_S2_ReadData2),
			.S1_Imm(S1_S2_Imm),
			.S1_DataSrc(S1_S2_DataSrc),
			.S1_ALUOp(S1_S2_ALUOp),
			.S1_WriteSelect(S1_S2_WriteSelect),
			.S1_WriteEnable(S1_S2_WriteEnable),
			.S2_ReadData1(S2_ALU_ReadData1),
			.S2_ReadData2(S2_MUX_ReadData2),
			.S2_Imm(S2_MUX_Imm),
			.S2_DataSrc(S2_MUX_DataSrc),
			.S2_ALUOp(S2_ALU_ALUOp),
			.S2_WriteSelect(S2_S3_WriteSelect),
			.S2_WriteEnable(S2_S3_WriteEnable)
   );
	mux mux_ALU(    
			.DataSrc(S2_MUX_DataSrc),
			.ReadData2(S2_MUX_ReadData2),
			.Imm(S2_MUX_Imm),
			.ReadData3(MUX_ALU_ReadData3)
	);
	Ideal_ALU alu_S3(
			.R1(ALU_S3_ReadData1), 
			.R2(S2_ALU_ReadData1), 
			.R3(MUX_ALU_ReadData3), 
			.ALUOp(S2_ALU_ALUOp)
			);
	S3_Register Stage3(
			.clk(clk),
			.rst(rst),
			.R1(ALU_S3_ReadData1),
			.S2_WriteSelect(S2_S3_WriteSelect),
			.S2_WriteEnable(S2_S3_WriteEnable),
			.S3_WriteSelect(S3_Reg_WriteSelect),
			.S3_WriteEnable(S3_Reg_WriteEnable),
			.ALUOut(S3_Reg_WriteData)
			);
	assign Out = S3_Reg_WriteData;
endmodule
==> flow/run.sh <==
#!/bin/bash
# OpenROAD 26Q1-2900-gdf79404cd8, Yosys 0.63+post, stock flow scripts
make -C /OpenROAD-flow-scripts/flow DESIGN_CONFIG=/design/flow/config.mk WORK_HOME=/design/flow/orfs finish
==> flow/config.mk <==
export PLATFORM = sky130hd
export DESIGN_NAME = top_pipe
export DESIGN_NICKNAME = top_pipe
export VERILOG_FILES = /design/flow/design.v
export SDC_FILE = /design/flow/constraint.sdc
export NUM_CORES = 4
export LEC_CHECK = 1
export CORE_UTILIZATION = 30
==> flow/constraint.sdc <==
current_design top_pipe

set clk_period 17.9
set clk_io_pct 0.2

create_clock -name clk0 -period $clk_period [get_ports {clk}]

set non_clock_inputs [all_inputs -no_clocks]
set_input_delay [expr $clk_period * $clk_io_pct] -clock clk0 $non_clock_inputs
set_output_delay [expr $clk_period * $clk_io_pct] -clock clk0 [all_outputs]
==> notes.org <==
#+TITLE: Flow metrics

** Min path
- Hold path startpoint :: Stage1.S1_Imm[5]
- Path class of the lowest-slack min-delay path :: flip-flop to flip-flop

** Clock network
- Per the skew report, the later register of the worst-skew pair sees a clock latency of 0.79 ns.
- Buffers inserted to repair hold after CTS numbered 0.
- Looking at the clock tree report, the H-tree level count equals 4.
- TritonCTS buffer count :: 133
- CTS placed an instance of sky130_fd_sc_hd__clkbuf_16 at the clock tree root.
- No sink is reached through more buffers than the 3 on the longest clock path.
- In the CTS report, the clock slew at the register clock pins of the worst setup and hold paths is listed as 0.06 ns.
- TritonCTS built the clock tree.
- Post-CTS repair ended up resizing 0 cells.
- After clock tree synthesis, the setup repair step added 0 buffers.

** Detailed routing
- Per the detail_route report, routed wire per instance is 27.9 um.
- In this run, the number of DRC markers left after iteration 0 of detailed routing was 2149.
- Number of DRC violations after detailed routing :: 5
- Across all layers, the routed design uses 31356 vias.
- Number of vias per cell :: 5.35
- The routed design has 163000 um of wire.
- Once detail routing completed, the nets flagged for antenna violations numbered 0.
- The first detailed-routing pass took 47 iterations.
- Antenna cells :: 0

** Placement
- Port Buffer Count :: 64
- The pre-CTS setup check shows a worst slack of 12.71 ns.
- The placement summary gives the final routability congestion estimate as 0.881.
- Summed over all nets, the half-perimeter wirelength after detailed placement is 97000 um.
- Per the placement report, the placed cell count is 5616.

** Yosys
- Post-synth the commonest register cell is sky130_fd_sc_hd__edfxtp_1.
- The post-synth register bit count is 1215.
- Synthesis Warnings :: 6
- Per the post-synthesis stats, the area per cell is 18.0 um2.
- After synthesis, the netlist uses 78 different library cells.
- For this run, asynchronously set or reset flops after synthesis account for 0%.
- Synthesis produced a netlist whose cell count is 3154.
- Yosys stat counts 3154 cells in the synthesized netlist.
- Before any placement, the netlist area is recorded as 56900 um2.
- The post-synth count of flops with an enable pin is 1024.
- Total cell area reported by yosys after synthesis :: 56900 um2

** Setup path
- The worst setup path is captured at an output pin.
- Max fanout on the critical path was recorded as 33.
- Worst endpoint required time :: 14.32 ns
- The slowest stage of the critical path is the sky130_fd_sc_hd__clkdlybuf4s50_1 cell.
- Launching instance or port of the critical path :: Stage3.ALUOut[30]
- Setup Crit Path Kind :: flip-flop to output pin
- Critical path's largest stage delay :: 0.67 ns
- Arrival time of the worst setup path :: 2.06 ns
- STA lists the startpoint of the worst register-to-register path as Stage1.S1_ReadSelect1[0].
- The worst setup path is launched from a flip-flop.
- Listed in order, past its start point the critical path passes buf_4 > clkdlybuf4s50_1.

** STA
- Worst rel slew slack :: 40.4%
- The final timing report gives a worst setup slack of 12.26 ns.
- For the final routed database, the setup TNS stands at 0 ns.
- Count of endpoints without a timing constraint :: 32
- Worst clock skew on the final layout :: 0.0504 ns
- Unrepaired setup endpoints after global routing :: false
- In this build the clock could be raised as far as 177 MHz.
- Hold is met by 0.430 ns.
- Period Utilization, post-route :: 31.5%
- Transition at the pin with the smallest max-transition slack :: 0.894 ns
- For reference, the final report shows the max-slew violation count at 0.
- Endpoints failing hold in the final report were tallied at 0.
- For this run, the final setup violation count is recorded as 0.
- The timer found 32 register pins that no clock reaches; their paths are not timed.
- Tmin final :: 5.64 ns

** Power
- Leakage power :: 20.8 nW
- Per the power-grid run, VDD falls by no more than 0.000108 V.
- Cell internal power was estimated by the tool at 4.82 mW.
- Power density over the cells :: 96.6 nW/um2
- Switch share :: 23.6%
- Comb pwr share :: 9.6%
- Net Switching :: 1.49 mW
- Looking at the power breakdown, sequential logic takes 48.0% of the total.
- Part of the power in the clock network :: 42.4%

** Cells and area
- Layout cell share with drive strength beyond 1 :: 30.4%
- P&R area growth vs syn :: 14.8%
- Number of cells in the finished layout apart from fillers :: 5857
- Number of fillers in the final layout :: 17386

** Floorplanning
- In the floorplan report the effective utilization is 30.2%.
- Die Span X :: 437 um
- Die Span Y :: 437 um
- In this run the core area contains 159 standard-cell rows.
- Total Die Area :: 191000 um2
- IO Count :: 67
- Core Area :: 188000 um2

** Global route
- GRT overflow :: 0
- Via count of the first global-routing pass :: 34301
- Total track usage :: 18.5%
- Wire length of the first global-routing pass :: 238000 um
- Number of antenna violations at the first check in global routing :: 1
- Entering global routing, the biggest net connects 73 pins.

** Run status
- The final reports fail on DRC.
- The flow ran to the end, but the final reports show violations.

** Run
- Max-cap violations in this run came to 0.
- In this run the tools logged warnings totalling 105.
[metrics by stage]
step / utilization [%] / total power [mW] / area, um2
after global placement: 32.4 / 3.69 / 61000
after global routing: 34.7 / 6.53 / 65300
final: 34.7 / 6.31 / 65300
after floorplan: - / 3.51 / 56900
after CTS: 34.7 / 6.37 / 65300
after detailed placement: 32.4 / 3.69 / 61000
[cells by family after synthesis]
group	Yosys count	share of synthesized area (%)
flops	1183	59.7
mux	725	26.8
simple gates	449	3.87
buf+inv	315	2.18
compound gates	311	3.67
fa+ha+maj	111	2.47
latches	32	0.845
xor+xnor	28	0.431
[layer usage]
metal  global-route usage [%]  share of wire (%)  vias to the layer above
li1                         -                  -                    13221
met1                     20.7                 32                    15900
met2                     28.0                 48                     1956
met3                     13.8                 17                      275
met4                     4.67                3.1                        4
met5                    0.680              0.087                        -
[cell type report]
cell class	count	area (um2)	area share [%]
Clock buffer	189	3660	5.61
Clock inverter	52	613	0.939
Inverter	89	334	0.512
Multi-Input combinational cell	1624	21400	32.9
Sequential cell	1215	34500	52.8
Tap cell	2495	3120	4.78
Timing Repair Buffer	193	1640	2.51
[flip-flops by register name (all words and copies together) (netlist names)]
name	count
RegFile.register_file	1024
Stage1.S1_ALUOp	3
Stage1.S1_DataSrc	1
Stage1.S1_Imm	16
Stage1.S1_ReadSelect1	5
Stage1.S1_WriteEnable	1
Stage1.S1_WriteSelect	5
Stage2.S2_ALUOp	3
Stage2.S2_DataSrc	1
Stage2.S2_Imm	16
Stage2.S2_ReadData1	32
Stage2.S2_ReadData2	32
Stage2.S2_WriteEnable	1
Stage2.S2_WriteSelect	5
Stage3.ALUOut	32
Stage3.S3_WriteEnable	1
Stage3.S3_WriteSelect	5
alu_S3.R1	32
[power groups by stage]
stage         combinational (mW)  clock (mW)  sequential [mW]
CTS                        0.606        2.73             3.03
global route               0.654        2.84             3.03
finish                     0.604        2.68             3.03
[layout by cell type (no fill, tap or decap), types with 12 or more instances in the layout]
cell	n
sky130_fd_sc_hd__a211oi_1	18
sky130_fd_sc_hd__nor2_1	158
sky130_fd_sc_hd__o22ai_1	31
sky130_fd_sc_hd__dlxtn_1	32
sky130_fd_sc_hd__o21ai_0	39
sky130_fd_sc_hd__inv_1	88
sky130_fd_sc_hd__a221oi_1	12
sky130_fd_sc_hd__nand2b_1	24
sky130_fd_sc_hd__nor3_1	18
sky130_fd_sc_hd__clkdlybuf4s50_1	63
sky130_fd_sc_hd__a31oi_1	23
sky130_fd_sc_hd__clkbuf_16	135
sky130_fd_sc_hd__clkbuf_1	46
sky130_fd_sc_hd__mux4_2	640
sky130_fd_sc_hd__nand2_1	51
sky130_fd_sc_hd__nor2_4	32
sky130_fd_sc_hd__mux2i_1	84
sky130_fd_sc_hd__dfxtp_1	146
sky130_fd_sc_hd__nor2b_1	106
sky130_fd_sc_hd__clkinv_2	16
sky130_fd_sc_hd__o21bai_1	12
sky130_fd_sc_hd__a21o_1	13
sky130_fd_sc_hd__a21oi_1	82
sky130_fd_sc_hd__ha_1	109
sky130_fd_sc_hd__xnor2_1	22
sky130_fd_sc_hd__edfxtp_1	1024
sky130_fd_sc_hd__buf_4	127
[worst max-delay path, delay by kind of cell (launching register included)]
| kind | cells | cell delay (ns) |
|---|---|---|
| buf+inv | 2 | 0.97 |
| flops | 1 | 0.31 |
[final timing paths]
| path | slack, ns | cells after the start | endpoint |
|---|---|---|---|
| worst max-delay path | 12.26 | 2 | Out[30] |
| worst min-delay path | 0.43 | 1 | Stage2.S2_Imm[5] |
| worst max register to register | 13.12 | 8 | Stage2.S2_ReadData1[3] |
| worst min register to register | 0.43 | 1 | Stage2.S2_Imm[5] |
[synth_stat cells (22+ instances only)]
master | number | area (um2)
sky130_fd_sc_hd__mux4_2 | 640 | 14400
sky130_fd_sc_hd__a31oi_1 | 23 | 144
sky130_fd_sc_hd__a21oi_1 | 82 | 410
sky130_fd_sc_hd__ha_1 | 109 | 1360
sky130_fd_sc_hd__o21ai_0 | 39 | 195
sky130_fd_sc_hd__dfxtp_1 | 159 | 3180
sky130_fd_sc_hd__nand2b_1 | 24 | 150
sky130_fd_sc_hd__nor2b_1 | 107 | 669
sky130_fd_sc_hd__o22ai_1 | 31 | 194
sky130_fd_sc_hd__nand2_1 | 51 | 191
sky130_fd_sc_hd__mux2i_1 | 84 | 841
sky130_fd_sc_hd__xnor2_1 | 22 | 193
sky130_fd_sc_hd__nor2_1 | 191 | 717
sky130_fd_sc_hd__clkbuf_1 | 148 | 556
sky130_fd_sc_hd__buf_1 | 64 | 240
sky130_fd_sc_hd__inv_1 | 88 | 330
sky130_fd_sc_hd__dlxtn_1 | 32 | 480
sky130_fd_sc_hd__edfxtp_1 | 1024 | 30700
No activity file was given, so power comes from the tool's default toggle rates.
